==> /design/flow/design.v <==
module uart ( clk,
              rstn,
              uart_rx_in,
              uart_tx_out,
              uart_quad_rstn,
              uart_rec_valid,
              uart_rec_data,
              uart_send_ready,
              uart_send_req,
              uart_send_data, 
              uart_prog_access,
              uart_prog_wea,
              uart_prog_addra,
              uart_prog_dina,
              uart_prog_douta);
input clk;
input rstn;
input uart_rx_in;
output uart_tx_out; 
output [3:0] uart_quad_rstn;
output uart_rec_valid;
output [7:0] uart_rec_data;
output uart_send_ready;
input uart_send_req;
input [7:0] uart_send_data; 
output uart_prog_access;
output [31:0] uart_prog_wea;
output [12:0] uart_prog_addra;
output [7:0] uart_prog_dina;
input [255:0] uart_prog_douta;
reg uart_rx_in_regn;
reg [2:0] uart_rx_in_filtern;
reg rec_state;
reg [10:0] rec_time_cnt;
reg [8:0] rec_byte;     
reg [3:0] rec_byte_bit_cnt;  
reg rec_received;  
reg [4:0] cntrl_state;
reg [3:0] uart_quad_rstn;
reg [3:0] uart_quad_shdw_rstn;
reg send_req;
reg read_req;
reg [3:0] read_req_d;
reg [9:0] send_byte;    
reg send_state;
reg [10:0] send_time_cnt;
reg [3:0] send_byte_bit_cnt;
reg uart_tx_outn;
reg [23:0] mem_addr_reg;
reg [15:0] write_length;
reg prog;
reg com;
reg read;
reg uart_prog_access;
reg uart_prog_access_d;
reg [31:0] uart_prog_wea;
reg [31:0] uart_prog_wea_d;
reg [12:0] uart_prog_addra;
reg [12:0] uart_prog_addra_d;
reg [7:0] uart_prog_dina;  
reg [7:0] uart_prog_dina_d;
reg uart_rec_valid;
wire [7:0] uart_rec_data;
reg [255:0] uart_prog_douta_reg;
always @ (posedge clk or negedge rstn)
if (~rstn) begin
   uart_rx_in_regn <= 0;
   uart_rx_in_filtern <= 0; 
end else begin
   uart_rx_in_filtern <= {uart_rx_in_filtern[1:0], ~uart_rx_in};
   uart_rx_in_regn <= (uart_rx_in_filtern[2] & uart_rx_in_filtern[1]) |
                      (uart_rx_in_filtern[2] & uart_rx_in_filtern[0]) |
                      (uart_rx_in_filtern[1] & uart_rx_in_filtern[0]);
end
parameter RS232_BIT_CYCLES = 36;
always @ (posedge clk or negedge rstn)
if (~rstn) begin
   rec_state <= 0;
   rec_time_cnt <= 0;
   rec_byte <= 0;
   rec_byte_bit_cnt <= 0;
   rec_received <= 0;
end else begin
   case (rec_state)
      0: begin 
            rec_received <= 1'b0;
            if (uart_rx_in_regn)
               if (rec_time_cnt == (RS232_BIT_CYCLES / 2)) begin
                  rec_time_cnt <= 0;
                  rec_state <= 1;
               end else
                  rec_time_cnt <= rec_time_cnt + 1;
            else
               rec_time_cnt <= 0;
         end
      1: if (rec_time_cnt == RS232_BIT_CYCLES) begin
            rec_time_cnt <= 0;
            rec_byte[rec_byte_bit_cnt] <= ~uart_rx_in_regn;
            if (rec_byte_bit_cnt == 8) begin
               rec_byte_bit_cnt <= 0;
               rec_state <= 0;
               rec_received <= 1'b1;
            end else
               rec_byte_bit_cnt <= rec_byte_bit_cnt + 1;
         end else
            rec_time_cnt <= rec_time_cnt + 1;
      default : ;
   endcase
end
assign uart_rec_data = rec_byte[7:0];
always @ (posedge clk or negedge rstn)
if (~rstn) begin 
   cntrl_state <= 0;
   uart_quad_shdw_rstn <= 0;
   uart_quad_rstn <= 0;
   send_req <= 0;
   read_req <= 0;
   read_req_d <= 0;
   mem_addr_reg <= 0;
   write_length <= 0;  
   uart_prog_access <= 0;
   uart_prog_access_d <= 0;
   uart_prog_wea <= 0;
   uart_prog_wea_d <= 0;
   uart_prog_addra <= 0;
   uart_prog_addra_d <= 0;
   uart_prog_dina <= 0;
   uart_prog_dina_d <= 0;
   prog <= 0;
   com <= 0;
   read <= 0;
   uart_rec_valid <= 0;
end else begin
   uart_quad_rstn <= uart_quad_shdw_rstn;
   uart_rec_valid <= 0;
   send_req <= 1'b0;
   read_req_d <= {read_req_d[2:0], read_req};
   read_req <= 1'b0;
   uart_prog_access <= uart_prog_access_d;
   uart_prog_wea <= uart_prog_wea_d;
   uart_prog_addra <= uart_prog_addra_d;
   uart_prog_dina <= uart_prog_dina_d;
   case (cntrl_state)
      0: begin
            uart_prog_access_d <= 0;
            uart_prog_wea_d <= 0;
            prog <= 1'b0;
            com <= 1'b0;
            read <= 1'b0;
            if (rec_received) begin
               if (rec_byte[7:4] == 4'h1)
                  uart_quad_shdw_rstn <= ~rec_byte[3:0];
               else
               case (rec_byte[7:0]) 
                  8'h20 : cntrl_state <= 1;
                  8'h30 : begin
                             cntrl_state <= 2;
                             prog <= 1'b1;
                             end
                  8'h40 : begin
                             cntrl_state <= 2;
                             read <= 1'b1;
                          end
                  8'h50 : begin
                             cntrl_state <= 5;
                             com <= 1'b1;
                          end
                  default : ;
                  endcase
            end
         end
      1: if (rec_received) begin
            cntrl_state <= 0;
            send_req <= 1'b1;
         end
      2: if (rec_received) begin
            cntrl_state <= 3;
            mem_addr_reg[18:16] <= rec_byte[2:0];
         end
      3: if (rec_received) begin
            cntrl_state <= 4;
            mem_addr_reg[15:8] <= rec_byte[7:0];
         end
      4: if (rec_received) begin
            cntrl_state <= 5;
            mem_addr_reg[7:0] <= rec_byte[7:0];
         end
      5: if (rec_received) begin
            cntrl_state <= 6;
            write_length[15:8] <= rec_byte[7:0];
         end
      6: if (rec_received) begin
            if (prog | com)  
               cntrl_state <= 7;
            else
               cntrl_state <= 8;
            write_length[7:0] <= rec_byte[7:0];
            if (!(com)) uart_prog_access_d <= 1;
         end
      7: if (rec_received) begin 
            if (prog) begin  
               uart_prog_wea_d <= 1'b1 << {mem_addr_reg[18:16], mem_addr_reg[1:0]};
               uart_prog_addra_d <= mem_addr_reg[14:2];
               uart_prog_dina_d <= rec_byte[7:0];
               send_req <= 1'b1;
            end else begin
               uart_rec_valid <= 1'b1;
            end
            mem_addr_reg <= mem_addr_reg + 1;
            if (write_length == 0)
               cntrl_state <= 0;
            write_length <= write_length - 1;
         end else
            uart_prog_wea_d <= 0;
      8: begin     
            if ((send_state == 0) & (read_req_d == 0)) begin
               uart_prog_addra_d <= mem_addr_reg[14:2];
               if (write_length == 0)
                  cntrl_state <= 0;
               if (read_req) 
                  write_length <= write_length - 1;
               read_req <= 1'b1;
            end
            if (read_req_d == 4'h8) 
               mem_addr_reg <= mem_addr_reg + 1;
         end
      default : ;
   endcase
end
assign uart_send_ready = send_state == 0;
integer k, l, m;
always @ (posedge clk or negedge rstn)
if (~rstn) begin 
   send_state <= 0;
   send_time_cnt <= 0;
   send_byte_bit_cnt <= 0;
   send_byte <= 0;
   uart_tx_outn <= 0;
   uart_prog_douta_reg <= 0;
end else begin
   case (send_state)
      0: if (send_req) begin
            send_byte <= {2'b11, rec_byte[7:0]};
            send_state <= 1;
            uart_tx_outn <= 1'b1;
         end else if (read_req_d[3]) begin
            send_byte[9:8] <= 2'b11;     
            for (m = 0; m < 8; m = m + 1)  
               for (k = 0; k < 8; k = k + 1)  
                  if (mem_addr_reg[18:16] == k)
                     for (l = 0; l < 4; l = l + 1)  
                        if (mem_addr_reg[1:0] == l)
                           send_byte[m] <= uart_prog_douta_reg[k * 32 + l * 8 + m];
            send_state <= 1;
            uart_tx_outn <= 1'b1;
         end else if (uart_send_req) begin
            send_byte <= {2'b11, uart_send_data};
            send_state <= 1;
            uart_tx_outn <= 1'b1;
         end
      1: if (send_time_cnt == RS232_BIT_CYCLES) begin
            send_time_cnt <= 0;
            uart_tx_outn <= ~send_byte[send_byte_bit_cnt];
            if (send_byte_bit_cnt == 9) begin
               send_byte_bit_cnt <= 0;
               send_state <= 0;  
            end else
               send_byte_bit_cnt <= send_byte_bit_cnt + 1;
         end else
            send_time_cnt <= send_time_cnt + 1;
      default : ;
   endcase
   uart_prog_douta_reg <= uart_prog_douta; 
end
assign uart_tx_out = ~uart_tx_outn;
endmodule
==> /design/flow/run.sh <==
#!/bin/bash
# OpenROAD 26Q1-2900-gdf79404cd8, Yosys 0.63+post, stock flow scripts
make -C /OpenROAD-flow-scripts/flow DESIGN_CONFIG=/design/flow/config.mk WORK_HOME=/design/flow/orfs finish
==> /design/flow/config.mk <==
export PLATFORM = sky130hd
export DESIGN_NAME = uart
export DESIGN_NICKNAME = uart
export VERILOG_FILES = /design/flow/design.v
export SDC_FILE = /design/flow/constraint.sdc
export NUM_CORES = 4
export LEC_CHECK = 1
export CORE_UTILIZATION = 50
==> /design/flow/constraint.sdc <==
current_design uart

set clk_period 7.7
set clk_io_pct 0.2

create_clock -name clk0 -period $clk_period [get_ports {clk}]

set non_clock_inputs [all_inputs -no_clocks]
set_input_delay [expr $clk_period * $clk_io_pct] -clock clk0 $non_clock_inputs
set_output_delay [expr $clk_period * $clk_io_pct] -clock clk0 [all_outputs]
==> results.json <==
{
  "outcome": "finished, final reports clean",
  "cp_max_fo": 54,
  "clock_latency_ns": 0.60,
  "track_usage_pct": 33.45,
  "setup_tns_ns": 0,
  "topCellsByArea": "dfrtp_1 (62%), o21ai_0 (4.0%), nand2_1 (3.1%), a21oi_1 (2.4%), nor2_1 (2.3%)",
  "diodes": 0,
  "fa_ha_area_share_pct": 0.9568,
  "largest_area_cell": "dfrtp_1",
  "syn-mean-instance-area_um2": 11.22,
  "yosysTopAreaCellShare_pct": 61.93,
  "yosys_area_um2": 19350,
  "mux_share_pct": 1.649,
  "fp-row-count": 71,
  "antenna_found_initial": 0,
  "cts_resized": 0,
  "clk_path_buf_depth": 3,
  "ff_type": "dfrtp_1",
  "critPathTopFamily": "AND-OR/OR-AND gates",
  "async_flop_share_pct": 100.0,
  "fin_worst_skew_ns": 0.01954,
  "first_iter_violations": 1297,
  "p_comb_share_pct": 4.5,
  "crit_required_ns": 8.14,
  "grt_pass1_vias": 15277,
  "switching_share_pct": 21.01,
  "antenna_left": 0,
  "finalCritPeriodShare_pct": 52.31,
  "final-max-slew-violation-count": 0,
  "fin_cells": 2589,
  "via_per_inst": 5.967,
  "drc_errors": 0,
  "finalCoreUtilization_pct": 65.78,
  "mi_logic_area_um2": 6695,
  "grt_first_pass_wirelength_um": 92160,
  "dieArea_um2": 39500,
  "p_seq_share_pct": 48.4,
  "cts_buffers": 49,
  "relSlewSlack_pct": 37.64,
  "post-cts-setup-buffer-count": 0,
  "area_delta_synth_final_pct": 28.62,
  "vias": 15449,
  "ys_sh_aoi_pct": 17.93,
  "gp_congestion": 0.9648,
  "common_cells": "dfrtp_1 (479), nand2_1 (160), o21ai_0 (155)",
  "finalSetupViolations": 0,
  "crit_chain": "inv_1 > ha_2 > buf_4 > clkinv_1 > o21a_1 > a221oi_1 > o311ai_0 > a311o_1 > a221oi_1 > a2111oi_2",
  "placed_cell_area_um2": 23110,
  "hold_violations": 0,
  "synth_area_um2": 19350,
  "grt_overflow_total": 0,
  "die_w_um": 198.7,
  "largest_reg_flops": 256,
  "simple_gate_share_pct": 13.02,
  "yosys.area_share.xor_xnor_pct": 0.9051,
  "wirelength_um": 61380,
  "finalPower_uw": 5459,
  "ios": 337,
  "design.core.area_um2": 37840,
  "tightest_slew_ns": 0.9268,
  "flop_area_um2": 12010,
  "cts_sinks": 480,
  "p_leak_uw": 0.01057,
  "hold_path_class": "flip-flop to flip-flop",
  "postSynthSeqShare_pct": 62.07,
  "cts_tree": "done",
  "grt_max_degree": 108,
  "design_area_um2": 24890,
  "hpwl_um": 43530,
  "power.switching_uw": 1147,
  "drt_pass1_iterations": 6,
  "ys_cells": 1725,
  "crit_path_end_kind": "flip-flop",
  "edf_count": 0,
  "dp.cells": 2497,
  "synth_cells": 1725,
  "clock-root-buffer": "clkbuf_16",
  "warning_count": 37,
  "worst_path_largest_cell_delay_ns": 0.90,
  "fp_util_pct": 51.14,
  "p_per_area_nw_per_um2": 219.3,
  "crit_slowest_cell": "clkinv_1",
  "rsz0062_at_grt": "no",
  "routedWlPerCell_um": 23.71,
  "crit_type": "flip-flop to flip-flop",
  "critical_path_arrival_ns": 4.46,
  "synth_cell_type_count": 91,
  "postCtsHoldBufs": 0,
  "clock_tree.htree_level_count": 2,
  "start_kind": "flip-flop",
  "pwr-share-clk_pct": 47.1,
  "die_h_um": 198.7,
  "synth_warnings": 1,
  "drive_above_1_share_pct": 8.085,
  "clk_pin_slew_ns": 0.06,
  "top_logic_kind": "AND-OR/OR-AND gates",
  "period_needed_ns": 4.028,
  "ir_drop_v": 0.0001732,
  "drv_cap": 0,
  "internal_power_uw": 4312,
  "fillers": 2850,
  "portBuffers": 336,
  "path_buffers": 3,
  "fmax_mhz": 248.3,
  "most_common_cell": "dfrtp_1",
  "numSynthFlops": 480,
  "path_common_cell": "a221oi_1"
}
[final timing paths]
check	startpoint	end	slack, ns	depth (start not counted)
max in group asynchronous	rstn	uart_prog_douta_reg[188]	4.95	3
max reg2reg	mem_addr_reg[0]	send_byte[4]	3.67	10
min reg2reg	uart_prog_addra_d[4]	uart_prog_addra[4]	0.37	0
min in group asynchronous	rstn	uart_prog_addra[8]	0.97	1
max	mem_addr_reg[0]	send_byte[4]	3.67	10
min	uart_prog_addra_d[4]	uart_prog_addra[4]	0.37	0
[placed cells by master (no fill, tap or decap), types with 22 or more instances in the layout]
| master | instances |
|---|---|
| inv_1 | 43 |
| clkbuf_16 | 51 |
| o22ai_1 | 34 |
| nor2_1 | 121 |
| nor3_1 | 38 |
| dfrtp_1 | 479 |
| buf_4 | 28 |
| a221oi_1 | 30 |
| a22oi_1 | 22 |
| nand3_1 | 37 |
| o21ai_0 | 155 |
| clkdlybuf4s50_1 | 335 |
| a21oi_1 | 93 |
| a31oi_1 | 24 |
| nand2_1 | 160 |
| nand2b_1 | 35 |
[final cells by class]
cell class | instances | share of cell area (%)
clock inverters | 24 | 1.397
well taps | 511 | 2.568
repair buffers | 365 | 14.46
multi-input cells | 1096 | 26.90
flip-flops and latches | 480 | 48.26
clock buffers | 68 | 5.745
inverters | 45 | 0.6786
[worst register-to-register path: cells and delay by family (launching register included)]
| family | cells | cell delay, ns |
|---|---|---|
| flops | 1 | 0.47 |
| fa+ha+maj | 1 | 0.17 |
| compound gates | 6 | 1.69 |
| buf+inv | 3 | 1.56 |
[through the flow]
step	setup WS, ns	hold slack (ns)
after floorplan	4.786	0.3478
after global placement	3.869	0.3547
after detailed placement	3.758	0.3587
after CTS	3.713	0.3712
after global routing	3.419	0.3776
final	3.672	0.3737
[cell families (layout without fill, tap and decap cells)]
logic type               count (synthesis)  after routing
AND-OR/OR-AND                          523            523
AND/OR/NAND/NOR                        511            511
flip-flops                             480            480
buffers and inverters                  149            502
multiplexers                            27             27
XOR/XNOR                                20             20
adder cells (fa/ha/maj)                 15             15
[power groups by stage]
stage	Sequential (µW)	Clock [µW]	Combinational, µW
after CTS	2640	2620	249
after global routing	2650	2710	266
final	2640	2570	244
[layer usage]
layer	track usage (%)	share of wire, %	vias to the layer above
met5	0	0	-
met4	10.48	3.7	0
met3	9.410	9.7	148
met2	48.47	46	832
met1	51.75	41	7578
li1	-	-	6891
Power is estimated from default activity; no workload was simulated.
